==> design.v <==
module originalCU
(
	input CLOCK_50,
	input [9:0]SW,  
	input [1:0]KEY,  
	output wire [9:0] LEDG, LEDR
);
parameter s0 = 3'b000, s1 = 3'b001, s2 = 3'b010, s3 = 3'b011, s4 = 3'b100;
parameter G = 2'b00, Y = 2'b01, R = 2'b10; 
reg [2:0]state, n_state;
reg [1:0]hwy, cntry;
assign LEDR [1:0] = hwy;
assign LEDG [1:0] = cntry;
assign LEDR [9:7] = state;
always@(negedge KEY[1], negedge KEY[0])  
	if(!KEY[0])
		state <= s0;
	else
		state <= n_state;
always@(state, SW[9])
begin
	case(state)
	s0: if(SW[9])
			n_state = s1;
		else
			n_state = s0;
	s1:	n_state = s2;
	s2: n_state = s3;
	s3: if(SW[9])
			n_state = s3;
		else
			n_state = s4;
	s4: n_state = s0;
	default: n_state = s0;
	endcase
end
always@(state)
begin
	case(state)
	s0: begin
		hwy = G;
		cntry = R;
		end
	s1: begin
		hwy = Y;
		cntry = R;
		end
	s2: begin
		hwy = R;
		cntry = R;
		end
	s3: begin
		hwy = R;
		cntry = G;
		end
	s4: begin
		hwy = R;
		cntry = Y;
		end
	endcase
end
endmodule
==> run.sh <==
#!/bin/bash
# OpenROAD 26Q1-2900-gdf79404cd8, Yosys 0.63+post, stock flow scripts
make -C /OpenROAD-flow-scripts/flow DESIGN_CONFIG=/design/flow/config.mk WORK_HOME=/design/flow/orfs finish
==> config.mk <==
export PLATFORM = sky130hd
export DESIGN_NAME = originalCU
export DESIGN_NICKNAME = originalCU
export VERILOG_FILES = /design/flow/design.v
export SDC_FILE = /design/flow/constraint.sdc
export NUM_CORES = 4
export LEC_CHECK = 1
export CORE_AREA = 10 10 70 70
export DIE_AREA = 0 0 80 80
==> constraint.sdc <==
current_design originalCU

set clk_period 1.2
set clk_io_pct 0.2

create_clock -name clk0 -period $clk_period [get_ports {KEY}]

set non_clock_inputs [all_inputs -no_clocks]
set_input_delay [expr $clk_period * $clk_io_pct] -clock clk0 $non_clock_inputs
set_output_delay [expr $clk_period * $clk_io_pct] -clock clk0 [all_outputs]
==> run summary <==
impl run done, here's what came out: status complete, but fails checks, failing checks setup timing, CTS tree built, DRT Pass-1 Iters 2, top-area cell type share of the netlist area 0.284, Synth Area per Inst 9.83 sq um, row count 21, VDD IR-drop max 0.408 mV, CP top delay family flip-flops, vias in the first global route 302, yosys synthesis chip area 344 sq um, FP Core Util 0.101, endpoints left unconstrained 8, CP Max Fanout 2, R2R setup slack 0.14 ns, crit end category output pin, Synth area leaders buf_4, dfrtn_1, dlxtn_1, Finished Layout Cells 99, worst stage delay on the critical path 0.40 ns, Hold WC Path Type clk -> async, post-synthesis instance total 35, Max Cap Viol 0, Synth area leader buf_4, setup TNS -1.08 ns, Die H 80 um, all-layer global routing usage 0.0218, diode count 0, Layout area overhead 39.6%, Power Total 929 uW, Final ANT Viol Nets 0, Reg2Reg Depth 4, reg2reg start state[0], net switching power 271 uW, startpoint types register, share of post-route cells with drive strength above 1 0.321, port buffer count 8, drt total wl 694 um, Slew Limit Fails 0, Pwr Density 1930 mW/mm^2, Required @ worst endpoint 0.96 ns, first-pass GRT wire length 1180 um, mapped cell area 344 sq um, critical-path cell list buf_2, CP arrival 1.33 ns, clk slew on worst S/H paths 0.03 ns, Worst Skew 0.000913 ns, Die ar. 0.00640 sq mm, via count 240, core area 0.00342 sq mm, Wirelength per Cell 7.01 um, register pins left without a clock 4, Reg power frac 0.226, Yosys reg bits 7, Cell Int Power 657 uW, clock network power share 0.347, Iter 0 DRT Violations 12, Setup-failing EPs final 3, largest net degree at the start of global routing 10, DRC 0, dpl cells 90, Final Hold Vio Count 0, initial antenna violation count 0, total grt overflow 0, gp weighted congestion 0.623, DR vias/cell 2.42, final core utilization 0.141, Setup CP Type reg -> out, I/O pin total 33, reg2reg end state[2], switching share of power 0.292, leak pwr 0.000235 uW, Final WS setup -0.369 ns, Die Wd 80 um, Bufs and invs on worst path 1, Slowest-stage cell, CP dfrtn_1, yosys stat cell total 35, RSZ-0062 raised after global routing true, Comb power frac 0.426, Yosys Warn Count 14, HPWL Detailed 568 um, Skew-Pair Late Insertion Delay 0.23 ns, library cells used by synthesis 15, Tool Warnings 78
==> kinds of logic (layout without fill, tap and decap cells) <==
kind of cell	Yosys count	count (layout)	synth area share
latches	4	4	0.175
other cells	1	13	0.0109
compound gates	3	3	0.0509
buf+inv	14	20	0.316
simple gates	9	9	0.185
flops	3	3	0.218
mux	1	1	0.0436
==> synthesized netlist by cell type <==
library cell	number
nand2_1	1
nor2_1	1
nor2b_1	2
buf_6	1
mux2_4	1
a21oi_1	2
buf_4	13
o21bai_1	1
dlxtn_1	4
nor2b_2	1
conb_1	1
and3b_1	2
dfrtn_1	3
nor3_1	1
nor3b_2	1
==> worst max path at each step <==
stage,startpoint,endpoint,cells past startpoint
CTS,state[1],LEDR[8],1
global route,state[2],LEDR[9],1
finish,state[1],LEDR[8],1
==> sequential cells by signal (all words and copies together), names as in the netlist <==
signal and flops:
state 3, hwy 2, cntry 2
==> cells in the final DEF, fill, tap and decap left out, types with 2 or more instances in the layout <==
cell	count
clkbuf_4	6
dfrtn_1	3
clkdlybuf4s50_1	4
buf_2	4
a21oi_1	2
conb_1	13
and3b_1	2
nor2b_1	2
buf_4	4
dlxtn_1	4
==> power groups by stage <==
stage,Clock (uW),Combinational [uW],Sequential [uW]
after global routing,420,449,216
final,322,396,210
after CTS,382,405,210
==> repair_timing <==
action                                  in CTS  in global routing
hold buffers                                 0                  0
cloned                                       0                  0
setup buffers                                1                  0
gates resized                               12                  1
pin swaps                                    0                  0
endpoints found under the setup margin       6                  4
==> final cells by class <==
class                   instances  area [sq um]
repair buffers                 12          90.1
multi-input cells              26           145
flip-flops and latches          7           135
fillers                       408          2940
well taps                      46          57.6
clock inverters                 1          3.75
clock buffers                   7          48.8
==> metal layers <==
| metal | up-vias | track usage | part of all wire |
|---|---|---|---|
| met5 | - | 0 | 0 |
| met4 | 0 | 0.0106 | 0 |
| met3 | 0 | 0.0250 | 0.15 |
| met2 | 17 | 0.0241 | 0.45 |
| met1 | 102 | 0.0241 | 0.40 |
| li1 | 121 | - | - |
==> through the flow <==
stage	hold WS (ns)	setup slack [ns]	area, sq um
finish	0.166	-0.369	480
CTS	0.164	-0.397	487
global placement	0.196	-0.512	440
detailed placement	0.196	-0.523	440
floorplan	0.196	-0.0994	389
global route	0.169	-0.424	480
Power figures rest on the tool's default switching activity, not on a simulated workload.
