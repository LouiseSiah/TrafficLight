--- ./design.v ---
module Lab7B
(
	input CLOCK_50,
	input [0:0]KEY, 
	input [9:9]SW,
	output wire [7:0]LEDG,
	output [6:0] HEX0, HEX1, HEX2, HEX3
);
assign LEDR = SW;
wire [1:0] displaySignal;
wire load, twentyToLoad, counterNotZero, counterNotFive;
dataPath TEST (CLOCK_50, KEY[0], load,  
			   displaySignal,
			   twentyToLoad,
			   counterNotZero, counterNotFive,
			   HEX0, HEX1, HEX2, HEX3
);
controlUnit integ (CLOCK_50, KEY[0],
					SW[9:9],  
					counterNotZero, counterNotFive,	
					load, twentyToLoad,
					LEDG[2:0],  
					displaySignal, LEDG[7:6], LEDG[5:4]
);
endmodule
module controlUnit
(
	input CLOCK_50, reset,
	input x,  
	input counterNotZero, counterNotFive,	
	output reg load, twentyToLoad,
	output wire [2:0] stateD,  
	output reg [1:0] displaySignal, hwy, cntry
);
parameter Crgo = 2'b00, Hrgo = 2'b01, Timer = 2'b10, Stop = 2'b11;
parameter s0 = 3'b000, s1 = 3'b001, s2 = 3'b010, s3 = 3'b011, s4 = 3'b100, s2a = 3'b101, s2b = 3'b110;
parameter G = 2'b00, Y = 2'b01, R = 2'b10; 
reg [2:0] n_state, state;
assign stateD = state;
always@(posedge CLOCK_50, negedge reset)  
	if(!reset)
		state <= s0;
	else
		state <= n_state;
always@(state, counterNotZero, counterNotFive, x)
begin
	case(state)
	s0: if(x)
			n_state = s1;
		else
			n_state = s0;
	s1:	if (counterNotZero)
			n_state = s1;
		else
			n_state = s2;
	s2: n_state = s2a;
   s2a: if (counterNotFive)
			n_state = s2a;
		else
			n_state = s2b;
   s2b: if (counterNotZero)
			n_state = s2b;
		else
			n_state = s3;
	s3: if(x)
			n_state = s3;
		else
			n_state = s4;
	s4: if (counterNotZero)
			n_state = s4;
		else
			n_state = s0;
	default: n_state = s0;
	endcase
end
always@(state)
begin
	case(state)
	s0: begin displaySignal = Hrgo;	 hwy = G; cntry = R; load = 1; twentyToLoad = 0; end
	s1: begin displaySignal = Timer; hwy = Y; cntry = R; load = 0; twentyToLoad = 0; end
	s2: begin displaySignal = Timer; hwy = R; cntry = R; load = 1; twentyToLoad = 1; end
   s2a: begin displaySignal = Timer; hwy = R; cntry = R; load = 0; twentyToLoad = 1; end
   s2b: begin displaySignal = Stop;	 hwy = R; cntry = R; load = 0; twentyToLoad = 0; end
	s3: begin displaySignal = Crgo;	 hwy = R; cntry = G; load = 1; twentyToLoad = 0; end
	s4: begin displaySignal = Timer; hwy = R; cntry = Y; load = 0; twentyToLoad = 0; end
	endcase
end
endmodule
module countDown
(
	input myClock, reset, load,  
	input [1:0]tensValue,
	output wire counterNotZero, counterNotFive,	
	output reg [3:0] unitDigit,
	output reg [1:0]tensDigit
);
assign counterNotZero = (unitDigit == 0 && tensDigit == 0)? 1'b0: 1'b1;
assign counterNotFive = (unitDigit == 5 && tensDigit == 0)? 1'b0: 1'b1;
always@(posedge myClock, negedge reset, posedge load)
	if(!reset)
	begin
		unitDigit <= 0;
		tensDigit <= 0;
	end
	else
		if(load)
			begin
			unitDigit <= 0;
			tensDigit <= tensValue;
			end
		else
			begin
			if(unitDigit > 0)
				unitDigit <= unitDigit - 1;
			else
				if(tensDigit > 0)
					begin
					unitDigit <= 9;
					tensDigit <= tensDigit - 1;
					end
				else
					begin
					tensDigit <= tensDigit;
					unitDigit <= unitDigit;
					end
			end
endmodule
module dataPath 
(
	input CLOCK_50, reset, load, 
	input [1:0] displaySignal,
	input twentyToLoad, 
	output wire counterNotZero, counterNotFive,	
	output [6:0] HEX0, HEX1, HEX2, HEX3
);
oneSecClock clock (CLOCK_50, reset, myClock); 
countDown counter (myClock, reset, load, tensValue, counterNotZero, counterNotFive, unitDigit, tensDigit);
seg7DisplayforFirst leftHEX (displayChosen1, HEX3); 
seg7DisplayforSecond secHEX (displayChosen2, HEX2);
seg7DisplayforThird thirdHEX (displayChosen3, HEX1);
seg7DisplayforLast rightHEX (displayChosen4, HEX0);
parameter Stop = 2'b11, Hrgo = 2'b01, Crgo = 2'b00, Timer = 2'b10;
parameter H = 2'b01, S = 2'b11, C = 2'b10;
parameter t = 2'b10, r = 2'b11;
parameter g = 3'b011;
parameter p = 4'b1010;
wire [1:0]tensDigit;
wire [1:0]tensValue;
wire [3:0]unitDigit;
reg [1:0]displayChosen1; 
reg [1:0]displayChosen2; 
reg	[2:0]displayChosen3; 
reg [3:0]displayChosen4; 
assign tensValue = twentyToLoad ? 2'b10: 2'b01;
always@(posedge myClock)
begin
	case(displaySignal)
		Stop: begin
			  if(unitDigit == 5 || unitDigit == 3 || unitDigit == 1)
				begin
				displayChosen1 = S;
				displayChosen2 = t;
				displayChosen3 = 0;
				displayChosen4 = p;
				end
			  else 
				begin
				displayChosen1 = 2'b00;   
				displayChosen2 = 2'b00;   
				displayChosen3 = 3'b111;  
				displayChosen4 = 4'b1111; 
				end
			  end
		Hrgo: begin
			  displayChosen1 = H;
	    	  displayChosen2 = r;
			  displayChosen3 = g;
			  displayChosen4 = 0;
			  end
       Crgo : begin
			  displayChosen1 = C;
	    	  displayChosen2 = r;
			  displayChosen3 = g;
			  displayChosen4 = 0;
			  end
	   Timer: begin
			  displayChosen1 = 2'b00;
	    	  displayChosen2 = 2'b00;
			  displayChosen3 = tensDigit;
			  displayChosen4 = unitDigit;
			  end
	endcase
end
endmodule
module oneSecClock
(
	input 	CLOCK_50,
	input 	reset,  
	output reg clock
);   
reg [24:0] count25M;
always@(posedge CLOCK_50, negedge reset)
begin
	if(!reset)
	begin
		count25M <= 0;
	end
	else
		if(count25M == 25000000)
		begin
			clock <= !clock ;
			count25M <=0;
		end
		else
			count25M <= count25M + 1; 
end
endmodule
module seg7DisplayforFirst
(
	input [1:0] Value,
	output reg [6:0] Display
);
always@(Value)
		case(Value)
			2'b11: Display[6:0] = 7'b0010010; 
			2'b01: Display[6:0] = 7'b0001001; 
			2'b10: Display[6:0] = 7'b1000110; 
			default: Display[6:0] = 7'b1111111;  
		endcase	
endmodule
module seg7DisplayforLast
(
	input [3:0] Value,
	output reg [6:0] Display
);
always@(Value)
		case(Value)
			4'b0000: Display[6:0] = 7'b1000000;  
			4'b0001: Display[6:0] = 7'b1111001;  
			4'b0010: Display[6:0] = 7'b0100100;  
			4'b0011: Display[6:0] = 7'b0110000;  
			4'b0100: Display[6:0] = 7'b0011001;  
			4'b0101: Display[6:0] = 7'b0010010;  
			4'b0110: Display[6:0] = 7'b0000010;  
			4'b0111: Display[6:0] = 7'b1111000;  
			4'b1000: Display[6:0] = 7'b0000000;  
			4'b1001: Display[6:0] = 7'b0011000;  
			4'b1010: Display[6:0] = 7'b0001100;  
			default: Display[6:0] = 7'b1111111;  
		endcase	
endmodule
module seg7DisplayforSecond
(
	input [1:0] Value,
	output reg [6:0] Display
);
always@(Value)
		case(Value)
			2'b10: Display[6:0] = 7'b0000111; 
			2'b11: Display[6:0] = 7'b0101111; 
			default: Display[6:0] = 7'b1111111;  
		endcase	
endmodule
module seg7DisplayforThird
(
	input [2:0] Value,
	output reg [6:0] Display
);
always@(Value)
		case(Value)
			3'b000: Display[6:0] = 7'b1000000;  
			3'b001: Display[6:0] = 7'b1111001;  
			3'b010: Display[6:0] = 7'b0100100;  
			3'b011: Display[6:0] = 7'b0010000;  
			default: Display[6:0] = 7'b1111111;  
		endcase	
endmodule
--- ./config.mk ---
export PLATFORM = sky130hd
export DESIGN_NAME = Lab7B
export DESIGN_NICKNAME = Lab7B
export VERILOG_FILES = /design/flow/design.v
export SDC_FILE = /design/flow/constraint.sdc
export NUM_CORES = 4
export LEC_CHECK = 1
export CORE_UTILIZATION = 30
--- ./constraint.sdc ---
current_design Lab7B

set clk_period 3.8
set clk_io_pct 0.2

create_clock -name clk0 -period $clk_period [get_ports {CLOCK_50}]

set non_clock_inputs [all_inputs -no_clocks]
set_input_delay [expr $clk_period * $clk_io_pct] -clock clk0 $non_clock_inputs
set_output_delay [expr $clk_period * $clk_io_pct] -clock clk0 [all_outputs]
--- ./run.sh ---
#!/bin/bash
# OpenROAD 26Q1-2900-gdf79404cd8, Yosys 0.63+post, stock flow scripts
make -C /OpenROAD-flow-scripts/flow DESIGN_CONFIG=/design/flow/config.mk WORK_HOME=/design/flow/orfs finish
==> flow_summary.ini <==
; generated from flow reports
[placement]
gp_congestion = 0.842
io_buffers = 34
post-dp-hpwl_um = 3390
dp_cells = 417

[die]
core-area_mm2 = 0.00868
die-height_um = 96.6
dieArea_mm2 = 0.00933
die_w_um = 96.6
fp_util = 0.309
ioPinCount = 39
rows = 34

[cells_and_area]
final_cells = 425
area_delta_synth_final_pct = 18.0
final_core_util = 0.365
regArea_mm2 = 0.00130
logic_area_mm2 = 0.00123
num-fill-cells = 893
final_layout_size_suffix_gt1_frac = 0.0631

[synth]
syn_area_mm2 = 0.00269
synthTopCellsByCount = 34 x nor2_1, 32 x dfrtp_1, 20 x nand2_1, 16 x nand3_1, 15 x inv_1
synth_cell_types = 46
yosys.area.top_type = dfrtp_1
ys_warn_count = 12
yosys_area_mm2 = 0.00269
ys.flops = 57
ys_cells = 289
top_area_frac = 0.298
syn_avg_cell_area_um2 = 9.29
synthArstFlopShare = 0.596
synthFlopType = dfrtp_1
synth_cells = 289
top_cell = nor2_1
synth.area.top_cells = dfrtp_1 30%, dfxtp_1 10%, nor2_1 4.8%
synth-edff-count = 1

[flow_run]
maxCapViolCount = 0
warning_count = 30

[drt]
route.antenna.diode_count = 0
vias_per_cell = 4.57
drt-initial-drc-count = 76
firstDrtPassIters = 4
wire_per_inst_um = 10.6
drc = 0
finalWirelength_um = 4510
vias = 1942
ant_nets = 0

[worst_setup_path]
criticalPathCategory = reg2out
cpPeakStageDelay_ns = 0.56
crit_family = flip-flops
r2r-end = TEST.clock.count25M[21]
rr_startpoint = TEST.clock.count25M[10]
crit_chain = clkdlybuf4s50_1
worst_path_max_delay_cell = dfrtp_1
cp.arrival_ns = 1.37
crit_required_ns = 3.04
crit_path_end_kind = output pin
r2r_setup_slack_ns = 1.97
worst-path-buf-inv = 1
reg2reg_depth = 6
critical_path.startpoint_type = flip-flop
critPathMaxFanout = 14

[worst_hold_path]
hp-class = reg2reg
holdPathEnd = TEST.clock.count25M[20]
holdPathStages = 1
holdCritStartpoint = TEST.clock.count25M[20]

[global_routing]
grtUsageMet3 = 0.0221
gr-usage-met2 = 0.165
grt_pass1_vias = 1819
antenna_found_initial = 0
grt_max_degree = 32
grt_busiest_layer = met2
grt_overflow = 0
grt_pass1_wl_um = 8050
grt_use_total = 0.102
met1_usage = 0.151

[clock_network]
cts_root_buffer = clkbuf_8
worstSkewPairLatency_ns = 0.28
clk_pin_slew_ns = 0.06
ctsResizeCount = 0
htree_levels = 2
numCtsBuffers = 5
clk_path_buf_depth = 2
cts_tree = built
postCtsSetupBuffers = 0
holdBufCountCts = 0

[timing]
worst_pin_slew_ns = 0.549
min_period_ns = 2.13
slew_headroom = 0.634
skew_ns = 0.00868
untimed_endpoints = 57
max_freq_ghz = 0.470
setup_violations = 0
final_max_slew_viol_count = 0
unclocked_pins = 28
hold_viol_final = 0
rsz0062_at_grt = false
period_used_share = 0.560
final.setup.tns_ns = 0

[status]
outcome = completed

[power_and_ir_drop]
leakage_nw = 1.40
p_per_area_mw_per_mm2 = 255
ir_drop_mv = 0.197
p_total_mw = 0.809
sequential cells by signal, indices dropped and copies added, names as in the netlist, 3 cells and up:
name,cells
TEST.displayChosen3,3
TEST.counter.unitDigit,4
HEX0,7
integ.state,3
TEST.clock.count25M,25
placed cells by master, fill, tap and decap left out, drive strengths merged, types with 4 or more instances in the layout:
master,n
nand3,16
a21oi,10
clkdlybuf4s50,34
nor2b,7
nor3,6
a22oi,4
or2,4
mux2,4
and3,8
ha,8
dfrtp,32
nand4,7
xnor2,7
clkbuf,8
dlxtn,8
inv,15
o21ai,14
conb,4
dfxtp,14
nor2,34
nand2,21
nand2b,4
xor2,13
per-stage QoR:
| stage | cell area (um^2) | hold WS, ns | setup slack (ns) |
|---|---|---|---|
| floorplan | 2690 | 0.450 | 2.19 |
| global placement | 3080 | 0.481 | 1.42 |
| detailed placement | 3080 | 0.482 | 1.42 |
| CTS | 3170 | 0.498 | 1.65 |
| global route | 3170 | 0.514 | 1.55 |
| finish | 3170 | 0.488 | 1.67 |
metal layers:
layer | part of all wire | up-vias
met5 | 0 | -
met4 | 0.010 | 0
met3 | 0.038 | 6
met2 | 0.45 | 34
met1 | 0.50 | 876
li1 | - | 1026
cells by family (layout without fill, tap and decap cells):
family                     count (synthesis)  in the layout  share of synthesized area
and+or+nand+nor                          122            122                      0.234
xor gates and xnor gates                  20             20                     0.0652
AOI/OAI and AO/OA                         40             40                     0.0895
other                                      2              4                    0.00280
DFF                                       49             49                      0.438
latches                                    8              8                     0.0447
adders and majority gates                  9              9                     0.0410
buffers and inverters                     33             59                     0.0601
muxes                                      6              6                     0.0242
layout make-up:
class                   count  area share
flip-flops and latches     57       0.409
multi-input cells         201       0.390
repair buffers             36       0.112
well taps                 108      0.0427
clock buffers               8      0.0284
inverters                  15      0.0178
worst max-delay path by stage:
stage                           from          endpoint  cells past startpoint
after global routing          KEY[0]  TEST.clock.clock                      4
final                 integ.state[2]           LEDG[2]                      1
after CTS             integ.state[2]           LEDG[2]                      1
where the power goes:
part | internal (mW) | leakage, nW | switching [mW]
clock network | 0.147 | 0.0455 | 0.111
registers | 0.348 | 0.647 | 0.0439
logic | 0.0836 | 0.707 | 0.0752
Power is estimated from default activity; no workload was simulated.
